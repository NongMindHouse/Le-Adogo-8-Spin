**flow/run.sh**
```bash
#!/bin/bash
# OpenROAD 26Q1-2900-gdf79404cd8, Yosys 0.63+post, stock flow scripts
make -C /OpenROAD-flow-scripts/flow DESIGN_CONFIG=/design/flow/config.mk WORK_HOME=/design/flow/orfs finish
```
**flow/config.mk**
```make
export PLATFORM = sky130hd
export DESIGN_NAME = enemyDrawEnb
export DESIGN_NICKNAME = enemyDrawEnb
export VERILOG_FILES = /design/flow/design.v
export SDC_FILE = /design/flow/constraint.sdc
export NUM_CORES = 4
export LEC_CHECK = 1
export CORE_UTILIZATION = 50
```
**flow/constraint.sdc**
```tcl
current_design enemyDrawEnb

set clk_period 9.2
set clk_io_pct 0.2

create_clock -name clk0 -period $clk_period

set non_clock_inputs [all_inputs -no_clocks]
set_input_delay [expr $clk_period * $clk_io_pct] -clock clk0 $non_clock_inputs
set_output_delay [expr $clk_period * $clk_io_pct] -clock clk0 [all_outputs]
```
**flow/design.v**
```verilog
`timescale 1ns / 1ps
module enemyDrawEnb(horCnt,
                    verCnt,
                    posX,
                    posY,
                    enable
    );
    localparam e0X = 31;
    localparam e0Y = 239;
    localparam e1X = 55;
    localparam e1Y = 239;
    localparam e2X = 79;
    localparam e2Y = 239;
    localparam e3X = 103;
    localparam e3Y = 239;
    localparam e4X = 127;
    localparam e4Y = 239;
    localparam e5X = 151;
    localparam e5Y = 239;
    localparam e6X = 175;
    localparam e6Y = 239;
    input [9:0] horCnt;
    input [9:0] verCnt;
    input [9:0] posX;
    input [9:0] posY;
    output reg enable = 0;
    always @(horCnt or verCnt) begin 
        if( horCnt <= e0X + posX+8 && horCnt >= e0X + posX-8 && verCnt <= e0Y + posY+8 && verCnt >= e0Y + posY-8||
            horCnt <= e1X + posX+8 && horCnt >= e1X + posX-8 && verCnt <= e1Y + posY+8 && verCnt >= e1Y + posY-8||
            horCnt <= e2X + posX+8 && horCnt >= e2X + posX-8 && verCnt <= e2Y + posY+8 && verCnt >= e2Y + posY-8||
            horCnt <= e3X + posX+8 && horCnt >= e3X + posX-8 && verCnt <= e3Y + posY+8 && verCnt >= e3Y + posY-8||
            horCnt <= e4X + posX+8 && horCnt >= e4X + posX-8 && verCnt <= e4Y + posY+8 && verCnt >= e4Y + posY-8||
            horCnt <= e5X + posX+8 && horCnt >= e5X + posX-8 && verCnt <= e5Y + posY+8 && verCnt >= e5Y + posY-8||
            horCnt <= e6X + posX+8 && horCnt >= e6X + posX-8 && verCnt <= e6Y + posY+8 && verCnt >= e6Y + posY-8 
        ) begin
            enable <= 1;
        end 
        else
            enable <= 0;   
    end
endmodule
```
==> reports/metrics.cfg <==
[run_status]
outcome = completed

[sta]
fin_tns_setup_ns = 0
clock.fmax_ghz = 0.115
fin_crit_sh_pct = 94.7
rsz0062_at_grt = false
timing.final.ws_setup_ns = 0.483
fin_crit_ns = 8.72
worstMarginPinSlew_ns = 0.886
relSlewSlack_pct = 40.7
hold_viol = 0
setup_viol_count_final = 0
maxSlewViolCount = 0

[yosys]
yosys.area.top_type = ha_1
top_area_share_pct = 25.1
synthesis.area_mm2 = 0.00559
ys_warn_count = 1
area_leaders = ha_1, xnor2_1, o21ai_0, nand2_1, xor2_1
syn_inst = 777
ys_area_mm2 = 0.00559
ys_cells = 777
synth_seq_share_pct = 0
ys_types = 80
synth_area_per_cell_um2 = 7.20

[final_layout]
fill_cells = 1035
register_area_um2 = 0
final-instance-count-excl-fill = 948
clockBufferCount = 0
drive_gt1_share_pct = 6.44
final_area_mm2 = 0.00623
final_layout_top_logic_cells = ha_1, xnor2_1, nand2_1
final_common_cell = ha_1
n_sequential_cell = 0
area_delta_synth_final_pct = 11.4

[routing]
drt_wl_total_um = 18200
first_iter_violations = 502
vias = 5972
wl_per_cell_um = 19.2
first_pass_iters = 5
antenna_left = 0
antenna_cells = 0
drcViolationCount = 0
via_per_inst = 6.30

[global_route]
antenna_found_initial = 0
grt.overflow.total = 0
grt_usage_pct = 33.0
grt_pass1_wl_um = 29400
grt_max_degree = 32
first_global_vias = 5628

[die]
core_mm2 = 0.0109
ios = 41
die_width_um = 108
initCoreUtil_pct = 51.4
design.die.area_mm2 = 0.0116
die_y_um = 108
std_cell_rows = 38

[worst_setup_path]
path_class = primary input to output pin
critPathRequiredTime_ns = 7.36
arrival_ns = 6.88
crit_path_start_kind = primary input
worstPathMaxFanout = 9
worst_setup_path_end_kind = output pin

[worst_hold_path]
min_path_cells = 6
hold_end = enable
min_from = posY[9]
hold_class = primary input to output pin

[clocking]
cts_resized = 0
hold_buffers = 0
post-cts-setup-buffers = 0

[place]
gp_congestion = 0.959
place_inst = 948
hpwl_um = 14800
port_buffers = 41
postPlaceCellArea_mm2 = 0.00623
place_ws_ns = 0.505

[pwr]
p_leak_uw = 0.00255
powerDensity_mw_per_mm2 = 67.7
vdd_drop_max_uv = 37.8
total_power_uw = 422

[job]
maxCapViolCount = 0
tool_warnings = 44

## worst max path at each step
stage	slack (ns)	start	to
after global routing	0.007	posX[1]	enable
final	0.48	posX[1]	enable
after CTS	0.50	posX[1]	enable
## metal layers
metal | wire length [um] | vias to the layer above | GRT usage [%]
met4 | 680 | 0 | 11.1
met2 | 8090 | 204 | 52.4
met1 | 8420 | 2742 | 46.8
met3 | 1040 | 36 | 2.65
li1 | - | 2990 | -
met5 | 0 | - | 0
## Yosys cell counts (12+ instances only)
cell type / count
nand2_1: 61
nor2b_1: 13
a21oi_1: 42
nand3_1: 29
buf_2: 15
clkbuf_1: 17
nor2_1: 47
o21ai_0: 54
xor2_1: 25
inv_1: 38
nor3_1: 18
a21o_1: 12
xnor2_1: 71
ha_1: 112
## cell families after synthesis
| group | Yosys count | synth area share (%) |
|---|---|---|
| buffers and inverters | 79 | 5.77 |
| muxes | 2 | 0.358 |
| adders and majority gates | 112 | 25.1 |
| xor gates and xnor gates | 98 | 15.6 |
| AOI/OAI and AO/OA | 236 | 29.2 |
| and+or+nand+nor | 250 | 24.0 |
## final cells by class
cell class	count	area [um^2]	area share, %
Tap cell	140	175	2.81
Timing Repair Buffer	72	643	10.3
Multi-Input combinational cell	698	5270	84.6
Inverter	38	143	2.29
## metrics by stage
stage	hold slack, ns	utilization (%)
2_1_floorplan	3.97	-
3_3_place_gp	5.01	57.2
3_5_place_dp	5.00	57.2
4_1_cts	5.00	57.2
5_1_grt	5.10	57.2
6_report	4.99	57.2
## report_power, final
part | switching [uW] | internal, uW
clock | 0 | 0
combinational | 240 | 181
sequential | 0 | 0
total | 240 | 181
## critical path, stage by stage
cell and delay, ns:
clkdlybuf4s50_1 0.60, buf_4 0.26, or3_1 0.57, o31ai_1 0.78, o21ai_0 0.14, o21ai_0 0.25, o21ai_0 0.29, ha_1 0.37
a211o_1 0.25, a311o_1 0.32, a31oi_1 0.21, o32ai_1 0.11, a2111oi_2 0.34, a211oi_1 0.13, clkdlybuf4s50_1 0.41
